## ./config.mk

```make
export PLATFORM = sky130hd
export DESIGN_NAME = ex_top
export DESIGN_NICKNAME = ex_top
export VERILOG_FILES = /design/flow/design.v
export SDC_FILE = /design/flow/constraint.sdc
export NUM_CORES = 4
export LEC_CHECK = 1
export CORE_UTILIZATION = 50
```

## ./constraint.sdc

```tcl
current_design ex_top

set clk_period 11.1
set clk_io_pct 0.2

create_clock -name clk0 -period $clk_period [get_ports {clk_sys}]

set non_clock_inputs [all_inputs -no_clocks]
set_input_delay [expr $clk_period * $clk_io_pct] -clock clk0 $non_clock_inputs
set_output_delay [expr $clk_period * $clk_io_pct] -clock clk0 [all_outputs]
```

## ./design.v

```verilog
module edge_det(
din,
dr,
df,
clk_sys,
rst_n
);
input din;
output dr;
output df;
input clk_sys;
input rst_n;
reg dreg;
always @(posedge clk_sys)	
	dreg <= din;
wire dr = (~dreg) & din;
wire df = dreg & (~din);
endmodule
module io_filter(
io_in,
io_real,
clk_sys,
rst_n
);
input io_in;
output io_real;
input clk_sys;
input rst_n;
reg [7:0]	io_reg;
always @(posedge clk_sys or negedge rst_n)	begin
	if(~rst_n)
		io_reg <= 8'h0;
	else 
		io_reg <= {io_reg[6:0],io_in};
end
reg io_real;
always @(posedge clk_sys or negedge rst_n)	begin
	if(~rst_n)
		io_real <= 1'b0;
	else if(io_reg == 8'h0)
		io_real <= 1'b0;
	else if(io_reg == 8'hff)
		io_real <= 1'b1;
	else ;
end
endmodule
module ex_push(
exp_data,
spi_data,
spi_vld,
mcu_sel,
mcu_csn2,
clk_sys,
rst_n
);
output [255:0]	exp_data;
input [7:0]	spi_data;
input				spi_vld;
input 			mcu_sel;
input 			mcu_csn2;
input clk_sys;
input rst_n;
wire csn2;
io_filter u_filter_csn2(
.io_in(mcu_csn2),
.io_real(csn2),
.clk_sys(clk_sys),
.rst_n(rst_n)
);
reg csn2_reg;
always @ (posedge clk_sys)	csn2_reg <= csn2;
wire csn2_rasing = (~csn2_reg) & csn2;
reg [255:0] data;
always @ (posedge clk_sys or negedge rst_n)	begin
	if(~rst_n)
		data <= 256'h0;
	else if(spi_vld & mcu_sel)
		data <= {data[247:0],spi_data};
	else ;
end
reg [255:0] exp_data;
always @ (posedge clk_sys or negedge rst_n)	begin
	if(~rst_n)
		exp_data <= 256'h0;
	else if(csn2_rasing)
		exp_data <= data;
	else ;
end
endmodule
module ex_reg(
fx_waddr,
fx_wr,
fx_data,
fx_rd,
fx_raddr,
fx_q,
mod_id,
clk_sys,
rst_n
);
input 				fx_wr;
input [7:0]		fx_data;
input [15:0]	fx_waddr;
input [15:0]	fx_raddr;
input 				fx_rd;
output  [7:0]	fx_q;
input [5:0] mod_id;
input clk_sys;
input rst_n;
wire dev_wsel = (fx_waddr[13:8]== mod_id) ? 1'b1 :1'b0;
wire dev_rsel = (fx_raddr[13:8]== mod_id) ? 1'b1 :1'b0;
wire now_wr = fx_wr & dev_wsel;
wire now_rd = fx_rd & dev_rsel;
reg [7:0] cfg_dbg0;
reg [7:0] cfg_dbg1;
reg [7:0] cfg_dbg2;
reg [7:0] cfg_dbg3;
reg [7:0] cfg_dbg4;
reg [7:0] cfg_dbg5;
reg [7:0] cfg_dbg6;
reg [7:0] cfg_dbg7;
always @ (posedge clk_sys or negedge rst_n)	begin
	if(~rst_n)	begin
		cfg_dbg0 <= 8'h80;
		cfg_dbg1 <= 8'h81;
		cfg_dbg2 <= 8'h82;
		cfg_dbg3 <= 8'h83;
		cfg_dbg4 <= 8'h84;
		cfg_dbg5 <= 8'h85;
		cfg_dbg6 <= 8'h86;
		cfg_dbg7 <= 8'h87;
	end
	else if(now_wr) begin
		case(fx_waddr[7:0])
			8'h80 : cfg_dbg0 <= fx_data;
			8'h81 : cfg_dbg1 <= fx_data;
			8'h82 : cfg_dbg2 <= fx_data;
			8'h83 : cfg_dbg3 <= fx_data;
			8'h84 : cfg_dbg4 <= fx_data;
			8'h85 : cfg_dbg5 <= fx_data;
			8'h86 : cfg_dbg6 <= fx_data;
			8'h87 : cfg_dbg7 <= fx_data;
			default : ;
		endcase
	end
	else ;
end
reg [7:0] q0;
always @(posedge clk_sys or negedge rst_n)	begin
	if(~rst_n) begin
		q0 <= 8'h0;
	end
	else if(now_rd) begin
		case(fx_raddr[7:0])
			8'h0  : q0 <= mod_id;
			8'h80 : q0 <= cfg_dbg0;
			8'h81 : q0 <= cfg_dbg1;
			8'h82 : q0 <= cfg_dbg2;
			8'h83 : q0 <= cfg_dbg3;
			8'h84 : q0 <= cfg_dbg4;
			8'h85 : q0 <= cfg_dbg5;
			8'h86 : q0 <= cfg_dbg6;
			8'h87 : q0 <= cfg_dbg7;
			default : q0 <= 8'h0;
		endcase
	end
	else 
		q0 <= 8'h0;
end
wire [7:0] fx_q;
assign fx_q = q0;
endmodule
module ex_top(
exp_data,
mcu_csn,
mcu_sck,
mcu_mosi,
mcu_sel,
mcu_csn2,
fx_waddr,
fx_wr,
fx_data,
fx_rd,
fx_raddr,
fx_q,
mod_id,
clk_sys,
rst_n
);
output [255:0]	exp_data;
input mcu_csn;
input mcu_sck;
input mcu_mosi;
input mcu_sel;
input mcu_csn2;
input 				fx_wr;
input [7:0]		fx_data;
input [15:0]	fx_waddr;
input [15:0]	fx_raddr;
input 				fx_rd;
output  [7:0]	fx_q;
input [5:0] mod_id;
input clk_sys;
input rst_n;
ex_reg u_ex_reg(
.fx_waddr(fx_waddr),
.fx_wr(fx_wr),
.fx_data(fx_data),
.fx_rd(fx_rd),
.fx_raddr(fx_raddr),
.fx_q(fx_q),
.mod_id(mod_id),
.clk_sys(clk_sys),
.rst_n(rst_n)
);
wire [7:0]	spi_data;
wire 				spi_vld;
mcuspi_inf u_mcuspi_inf(
.mcu_csn(mcu_csn),
.mcu_sck(mcu_sck),
.mcu_mosi(mcu_mosi),
.spi_data(spi_data),
.spi_vld(spi_vld),
.clk_sys(clk_sys),
.rst_n(rst_n)
);
ex_push u_ex_push(
.exp_data(exp_data),
.spi_data(spi_data),
.spi_vld(spi_vld),
.mcu_sel(mcu_sel),
.mcu_csn2(mcu_csn2),
.clk_sys(clk_sys),
.rst_n(rst_n)
);
endmodule
module mcuspi_inf(
mcu_csn,
mcu_sck,
mcu_mosi,
spi_data,
spi_vld,
clk_sys,
rst_n
);
input mcu_csn;
input mcu_sck;
input mcu_mosi;
output [7:0]	spi_data;
output				spi_vld;
input clk_sys;
input rst_n;
wire csn;
io_filter u_io_csn(
.io_in(mcu_csn),
.io_real(csn),
.clk_sys(clk_sys),
.rst_n(rst_n)
);
wire sck;
io_filter u_io_sck(
.io_in(mcu_sck),
.io_real(sck),
.clk_sys(clk_sys),
.rst_n(rst_n)
);
wire csn_r;
wire csn_f;
edge_det u_edge_csn(
.din(csn),
.dr(csn_r),
.df(csn_f),
.clk_sys(clk_sys),
.rst_n(rst_n)
);
wire sck_r;
wire sck_f;
edge_det u_edge_sck(
.din(sck),
.dr(sck_r),
.df(sck_f),
.clk_sys(clk_sys),
.rst_n(rst_n)
);
reg [2:0] cnt_sck;
wire wd_sck;
always @ (posedge clk_sys or negedge rst_n)	begin
	if(~rst_n)
		cnt_sck <= 3'h0;
	else if(wd_sck)
		cnt_sck <= 3'h0;
	else if(sck_r)
		cnt_sck <= cnt_sck + 3'h1;
	else ;
end
reg [2:0] cnt_sck_reg;
always @ (posedge clk_sys)
	cnt_sck_reg <= cnt_sck;
wire cnt_sck_keep = (cnt_sck == cnt_sck_reg) & (cnt_sck != 3'h0);
reg [19:0] cnt_wd;
always @ (posedge clk_sys or negedge rst_n)	begin
	if(~rst_n)
		cnt_wd <= 20'h0;
	else if(cnt_sck_keep)
		cnt_wd <= cnt_wd + 20'h1;
	else 
		cnt_wd <= 20'h0;
end
assign wd_sck= (cnt_wd == 20'd10_000_00) ? 1'b1 : 1'b0;		 
reg [7:0] lock_mset;
always @ (posedge clk_sys or negedge rst_n)	begin
	if(~rst_n)
		lock_mset <= 8'h0;
	else if(sck_r)
		lock_mset <= {lock_mset[6:0],mcu_mosi};
	else ;
end
wire sck_byte;
assign sck_byte = (cnt_sck == 3'h7) & sck_r;
reg [1:0]	sck_byte_reg;
always @ (posedge clk_sys)
	sck_byte_reg <= {sck_byte_reg[0],sck_byte};
wire [7:0]	spi_data;
wire				spi_vld;
assign spi_data = lock_mset;
assign spi_vld = sck_byte_reg[1];
endmodule
```

## ./run.sh

```bash
#!/bin/bash
# OpenROAD 26Q1-2900-gdf79404cd8, Yosys 0.63+post, stock flow scripts
make -C /OpenROAD-flow-scripts/flow DESIGN_CONFIG=/design/flow/config.mk WORK_HOME=/design/flow/orfs finish
```

==> run summary <==
Notes on the flow outputs.

- The number of buffer cells added on primary ports is 313.
- The count of different cell masters after synthesis reads about 50.
- The end point of the worst hold path is u_mcuspi_inf.sck_byte_reg[1].
- Summing every instance area after synthesis gives roughly 25000 sq um.
- The clock network accounts for between 40% and 50% of the total power.
- The largest net degree at the start of global routing reads 121.
- The clock period minus worst slack reads 4.32 ns.
- The aggregate routed wire length reads about 49000 microns.
- The worst-case headroom to the max-slew limit reads 45.3%.
- After layout, the worst path uses about two fifths of the clock period.
- The yosys stat cell total is between 1500 and 2000.
- The cell type that accounts for the most area after synthesis is dfrtp_1.
- The total global routing track utilization is roughly 22%.
- Setup repair after global routing left no endpoint under its margin.
- The worst hold path was traced through 0 stages.
- At the placement stage, the worst setup path has a slack of 6.13 ns.
- The number of enable flip-flop cells is 0.
- The first global-routing pass estimated between 70000 and 80000 microns of wire.
- After routing, the total negative slack on setup checks comes to 0 ns.
- The first-pass iteration count of the detailed router is 6.
- The total vias in the final route is around 13000.
- The horizontal die dimension reads approximately 220 microns.
- The leakage power is between 15 and 20 nW.
- The die boundary height is between 200 and 250 microns.
- The post-CTS setup buffer count reads 0.
- The data required time at the worst endpoint reads 11.56 ns.
- Counting the warning lines in the Yosys log gives 5.
- The cell depth of the worst flop-to-flop path reads 4.
- The clock tree from TritonCTS is built.
- The CTS H-tree depth reads 3.
- The type of the setup path with the least slack is in -> reg.
- The CTS buffer count is 67.
- The average vias per placed instance is about 5.3.
- The number of max-cap violations is 0.
- The highest fanout seen on the critical path reads 97.
- The buffer depth of the longest clock path reads 3.
- The final-report max-slew violation count reads 0.
- After detailed routing, the average wire length per cell comes to just under 20 microns.
- The clock skew is 0.0192 ns.
- The post-synthesis register bit count reads between 600 and 700.
- The core region is between 40000 and 50000 sq um.
- The slew at the pin with the worst max-slew slack reads 0.819 ns.
- In this run the VDD rail shows a maximum IR drop of 0.118 mV.
- The latest clock arrival within the worst-skew pair reads 0.58 ns.
- The power share of the combinational group is under 10%.
- The number of standard cells after synthesis reads between 1500 and 2000.
- In this run the critical register-to-register path is captured at u_ex_push.exp_data[141].
- The fraction of final layout cells sized beyond drive strength 1 reads 38.9%.
- The cell at the root of the clock tree reads clkbuf_16.
- The global-route congestion overflow total reads 0.
- The effective utilization at floorplan reads approximately half.
- The number of DRC markers after the initial detailed-route iteration reads 508.
- The cell resize tally after clock tree synthesis is 0.
- Data on the critical path arrives at its endpoint at approximately 4.8 ns.
- The count of nets left with antenna violations after detail routing reads 0.
- The post-detailed-route DRC marker count reads 0.
- The net switching power is between 0.9 and 1 mW.
- On the reported timing paths, the clock transition at the registers reads 0.06 ns.
- The share of synthesized registers carrying an async set or reset reads between 90% and 100%.
- The initial antenna violation count reads 0.
- The total placed instance area is 28400 sq um.
- For reference, the final report shows the hold violation count at 0.
- The share of synthesized area in the top cell type comes to around 63%.
- The type of the worst min-delay path is reg -> reg.
- Of the total power, the share spent switching nets is about 21%.
- The synthesis-to-layout area growth is 24.6%.
- The startpoint of the worst hold path reads u_mcuspi_inf.sck_byte_reg[0].
- The mean cell area of the mapped netlist is 16.1 sq um.
- The detailed placement HPWL is around 31000 microns.
- The total die area is ~50000 sq um.
- The area reported by Yosys stat reads between 20000 and 25000 sq um.
- The main area contributors are dfrtp_1 (63%), mux2_2 (27%), dfstp_2 (2.1%), clkbuf_1 (0.98%), mux2i_1 (0.86%).
- The highest clock frequency the design can meet is about 230 MHz.
- The smallest setup slack after layout is approximately 6.8 ns.
- The post-layout utilization of the core is 63.6%.
- RePlAce ended its routability-driven mode at a weighted congestion of approximately 0.84.
- Row generation in the floorplan step produced 80 rows.
- Counting instances in the post-synthesis netlist gives the leading cell types as dfrtp_1 (613), mux2_2 (584), clkbuf_1 (64).
- The number of antenna cells inserted reads 0.
- The end-of-flow timing check tallies setup violations at 0.
- The sequential power share reads around half.
- The via count of the first global-routing pass is ~14000.
- The total design power reads between 4 and 5 mW.
- According to the CTS report, the clock sink count is ~640.
- The nature of the critical path startpoint reads an input port.
- The predominant post-synthesis flop cell is dfrtp_1.
- The critical register-to-register path startpoint reads u_ex_push.u_filter_csn2.io_real.
- The logs give a warning total of 39.
- The endpoint class of the critical path reads a flop.
- The largest registers in the layout are u_ex_push.data: 256 flops, u_ex_push.exp_data: 256 flops, u_mcuspi_inf.cnt_wd: 20 flops.
- The run finished with clean final reports.
- The number of I/O pins is around 320.
- The synthesis stats list as the most numerous cell dfrtp_1.
- The register-to-register path setup slack reads between 8 and 9 ns.
- The post-layout instance area is 30600 sq um.
- Per Yosys stat, the portion of area used by sequential elements is 65.2%.
- The power per unit of standard cell area reads around 150 nW/um^2.
- For this design, the CTS-stage hold fixing added 0 buffers.
- The total internal power reads 3.71 mW.
[worst max-delay path by stage]
stage | start | to
4_1_cts | mcu_sel | u_ex_push.data[159]
5_1_grt | rst_n | u_ex_push.exp_data[77]
6_report | mcu_sel | u_ex_push.data[182]
[critical path, cell delays in order]
cell and delay, ns:
clkdlybuf4s50_1 0.45, nand2_4 0.49, buf_4 0.56, buf_12 0.41, mux2_2 0.41
[routing by layer]
metal	wire [microns]	up-vias	share of wire (%)	track usage (%)
li1	-	6134	-	-
met1	22300	7002	46	36.2
met2	22200	238	46	30.3
met3	3150	79	6.5	6.24
met4	1040	0	2.1	4.09
met5	0	-	0	0
[metrics by stage]
step	hold slack (ns)	std cells
2_1_floorplan	0.310	1524
4_1_cts	0.334	2517
6_report	0.329	2517
5_1_grt	0.352	2517
3_5_place_dp	0.315	2400
3_3_place_gp	0.319	2400
[final cells by class]
class	count	area [sq um]
Timing Repair Buffer	330	3320
Fill cell	3531	17500
Multi-Input combinational cell	809	8260
Tap cell	615	769
Clock buffer	102	2040
Clock inverter	15	156
Sequential cell	640	16000
Inverter	6	22.5
[cells in the final DEF, fill, tap and decap left out, types with 3 or more instances in the layout]
| cell | count |
|---|---|
| a21oi_1 | 15 |
| a22o_1 | 6 |
| a22oi_1 | 6 |
| and2_1 | 3 |
| and3_1 | 4 |
| and4_1 | 5 |
| buf_12 | 4 |
| buf_4 | 13 |
| bufinv_16 | 3 |
| clkbuf_1 | 16 |
| clkbuf_16 | 71 |
| clkbuf_8 | 15 |
| clkdlybuf4s50_1 | 312 |
| clkinv_2 | 10 |
| dfrtp_1 | 613 |
| dfstp_2 | 20 |
| dfxtp_1 | 7 |
| ha_1 | 5 |
| inv_1 | 6 |
| mux2_2 | 584 |
| mux2i_1 | 21 |
| nand2_1 | 14 |
| nand2b_1 | 4 |
| nand3_1 | 5 |
| nand4_1 | 6 |
| nor2_1 | 28 |
| nor3_1 | 8 |
| nor3_4 | 6 |
| nor4_1 | 6 |
| nor4b_1 | 3 |
| o21ai_0 | 10 |
| o22ai_1 | 6 |
| o31ai_1 | 3 |
| or3_1 | 5 |
| or4_1 | 4 |
| xnor2_1 | 12 |
| xor2_1 | 15 |
[power groups by stage]
stage	Combinational (mW)	Clock [mW]	Sequential (mW)
6_report	0.116	2.21	2.35
5_1_grt	0.133	2.36	2.35
4_1_cts	0.120	2.28	2.35
[cells by family after synthesis]
family | count (synthesis) | share of synthesized area, %
xor gates and xnor gates | 27 | 0.964
buffers and inverters | 75 | 1.15
and+or+nand+nor | 115 | 3.08
AOI/OAI and AO/OA | 54 | 1.43
adders and majority gates | 5 | 0.255
muxes | 608 | 27.9
DFF | 640 | 65.2
Power is estimated from default activity; no workload was simulated.
